--- config.mk ---
export PLATFORM = sky130hd
export DESIGN_NAME = PCM_Encode
export DESIGN_NICKNAME = PCM_Encode
export VERILOG_FILES = /design/flow/design.v
export SDC_FILE = /design/flow/constraint.sdc
export NUM_CORES = 4
export LEC_CHECK = 1
export CORE_UTILIZATION = 50
--- constraint.sdc ---
current_design PCM_Encode

set clk_period 2.0
set clk_io_pct 0.2

create_clock -name clk0 -period $clk_period [get_ports {clk}]

set non_clock_inputs [all_inputs -no_clocks]
set_input_delay [expr $clk_period * $clk_io_pct] -clock clk0 $non_clock_inputs
set_output_delay [expr $clk_period * $clk_io_pct] -clock clk0 [all_outputs]
--- design.v ---
module PCM_Encode (
    input               clk,         
    input               aclr,        
    input  [10:0]       Sig_In,      
    input               iNd,         
    output reg [7:0]    Enc_Out,     
    output reg          Rdy          
);
reg [2:0]             State;           
reg [1:0]             iNd_dly;         
reg [7:0]             Enc_Out_reg;     
reg [10:0]            Sig_Buf;         
reg [9:0]             Sig_Buf_abs;     
reg [5:0]             step;            
reg [8:0]             thresh;          
reg [8:0]             diff;            
reg [8:0]             diff_vec;        
always @(posedge clk or posedge aclr) begin   
    if (aclr == 1'b1) begin
        State       <= 3'd0;
        iNd_dly     <= 2'b00;
        Enc_Out_reg <= 8'd0;
        Enc_Out     <= 8'd0;
        Rdy         <= 1'b0;
        Sig_Buf     <= 11'd0;
        Sig_Buf_abs <= 10'd0;
        step        <= 6'd0;
        thresh      <= 9'd0;
        diff        <= 9'd0;
        diff_vec    <= 9'd0;
    end else begin
        iNd_dly <= {iNd_dly[0], iNd};   
        Rdy <= 1'b0;   
        case (State)
            3'd0: begin   
                if (iNd_dly == 2'b01) begin   
                    State <= 3'd1;   
                    if (Sig_In[10] == 1'b0) begin
                        Enc_Out_reg[7] <= 1'b0;   
                        Sig_Buf <= Sig_In;
                    end else begin
                        Enc_Out_reg[7] <= 1'b1;   
                        Sig_Buf <= ~Sig_In;   
                    end
                end
            end
            3'd1: begin   
                if (Sig_In[10] == 1'b0) begin
                    Sig_Buf_abs <= Sig_Buf;   
                end else begin
                    Sig_Buf_abs <= Sig_Buf + 11'd1;   
                end
                State <= 3'd2;   
            end
            3'd2: begin   
                if (Sig_Buf_abs >= 10'd0 && Sig_Buf_abs < 10'd16) begin
                    Enc_Out_reg[6:4] <= 3'b000;   
                    step <= 6'd1;   
                    thresh <= 9'd0;   
                end else if (Sig_Buf_abs >= 10'd16 && Sig_Buf_abs < 10'd32) begin
                    Enc_Out_reg[6:4] <= 3'b001;   
                    step <= 6'd1;
                    thresh <= 9'd16;
                end else if (Sig_Buf_abs >= 10'd32 && Sig_Buf_abs < 10'd64) begin
                    Enc_Out_reg[6:4] <= 3'b010;   
                    step <= 6'd2;
                    thresh <= 9'd32;
                end else if (Sig_Buf_abs >= 10'd64 && Sig_Buf_abs < 10'd128) begin
                    Enc_Out_reg[6:4] <= 3'b011;   
                    step <= 6'd4;
                    thresh <= 9'd64;
                end else if (Sig_Buf_abs >= 10'd128 && Sig_Buf_abs < 10'd256) begin
                    Enc_Out_reg[6:4] <= 3'b100;   
                    step <= 6'd8;
                    thresh <= 9'd128;
                end else if (Sig_Buf_abs >= 10'd256 && Sig_Buf_abs < 10'd512) begin
                    Enc_Out_reg[6:4] <= 3'b101;   
                    step <= 6'd16;
                    thresh <= 9'd256;
                end else begin   
                    Enc_Out_reg[6:4] <= 3'b110;   
                    step <= 6'd32;
                    thresh <= 9'd512;
                end
                State <= 3'd3;   
            end
            3'd3: begin   
                diff <= Sig_Buf_abs - thresh;
                State <= 3'd4;
            end
            3'd4: begin   
                diff_vec <= diff;
                State <= 3'd5;
            end
            3'd5: begin   
                case (step)
                    6'd2:  Enc_Out_reg[3:0] <= diff_vec[4:1];   
                    6'd4:  Enc_Out_reg[3:0] <= diff_vec[5:2];   
                    6'd8:  Enc_Out_reg[3:0] <= diff_vec[6:3];   
                    6'd16: Enc_Out_reg[3:0] <= diff_vec[7:4];   
                    6'd32: Enc_Out_reg[3:0] <= diff_vec[8:5];   
                    default: Enc_Out_reg[3:0] <= diff_vec[3:0];   
                endcase
                State <= 3'd6;
            end
            3'd6: begin   
                Enc_Out <= Enc_Out_reg;   
                Rdy <= 1'b1;   
                State <= 3'd0;   
            end
            default: begin   
                State <= 3'd0;
            end
        endcase
    end
end
endmodule
--- run.sh ---
#!/bin/bash
# OpenROAD 26Q1-2900-gdf79404cd8, Yosys 0.63+post, stock flow scripts
make -C /OpenROAD-flow-scripts/flow DESIGN_CONFIG=/design/flow/config.mk WORK_HOME=/design/flow/orfs finish
==> flow_summary.toml <==
# flow metrics
[run]
max_cap_violations = 0
warnings = 25

[clock_tree]
cts_resized = 0
clock_path_buffers = 2
clkSinkCount = 74
insertion_delay_ns = 0.34
holdBufCountCts = 0
clk_pin_slew_ns = 0.08
cts_root_buf = "clkbuf_8"
cts_setup_buffers = 0
cts_made_buffers = 9
cts_tree = "yes"
htree_levels = 3

[global_routing]
grt_usage_pct = 17.9
grt_max_degree = 75
grt_pass1_wl_um = 8980
first_global_vias = 1861
antenna_found_initial = 0
overflow = 0

[logic_synthesis]
yosysUniqueCellTypes = 40
mux_share_pct = 9.32
syn_area_um2 = 3250
largest_area_cell = "dfrtp_1"
top_area_share_pct = 56.2
ys.flops = 74
postSynthSeqShare_pct = 57.0
synthTopLogicFamily = "AND-OR/OR-AND gates"
simple_gate_share_pct = 8.01
ys_sh_xor_pct = 5.93
synthCells = 277
yosys_warnings = 2
top_cells_by_area = "dfrtp_1 (56%), mux2_2 (9.0%), xnor2_1 (3.8%)"
adder_share_pct = 2.54
compound_area_share_pct = 12.8
synth-area-yosys_um2 = 3250
synth_area_per_cell_um2 = 11.7
yosys_cells = 277

[finish]
drive_gt1_share_pct = 20.2
final_common_cell = "dfrtp_1"
final_cell_area_um2 = 3820
largest_reg_flops = 16
fin_cells = 384
fill_cells = 518
syn2layout_area_growth_pct = 17.7
lay_top_cells = "dfrtp_1 (73), mux2_2 (26), o21ai_0 (22), clkdlybuf4s50_1 (22), inv_1 (19)"

[routing]
drtIter0Drc = 171
ant_nets = 0
wirelength_um = 5220
route.antenna.diode_count = 0
via_per_inst = 5.30
wire_per_inst_um = 13.6
drc = 0
vias = 2035
first_pass_iters = 4

[floorplan]
fp.dieW_um = 82.6
die-area_um2 = 6830
core_um2 = 6310
initial_core_util_pct = 51.5
rows = 29
chipHeight_um = 82.6
io_pins = 23

[critical_path]
rr_worst_depth = 7
end_kind = "flop"
worst-setup-path-type = "reg2reg"
crit_cells = 7
r2r_slack_ns = 0.15
slowest_delay_ns = 0.41
cp_num_buf_inv = 1
slowest_stage = "fa_1"
startpoint = "Sig_Buf_abs[4]"
r2r-start = "Sig_Buf_abs[4]"
path_delay_family = "adder cells"
startpoint_type = "flop"
cp_max_fo = 3
path_cells = "inv_1 > ha_1 > fa_1 > nand2b_1 > a21oi_1 > xnor2_1 > mux2_2"
critPathRequiredTime_ns = 2.23
reg2reg_to = "diff[8]"
cp.arrival_ns = 2.08

[pwr]
powerDensity_nw_per_um2 = 814
p_leak_nw = 1.75
ir_worst_vdd_mv = 0.606
finalPower_mw = 3.11

[status]
outcome = "completed"

[place]
gp_congestion = 0.808
portBuffers = 22
placed_area_um2 = 3560
hpwl_um = 3500
dp.cells = 368

[final_timing]
final.setup_skew_ns = 0.00527
finalCriticalPeriod_ns = 1.85
relSlewSlack_pct = 59.5
holdWs_ns = 0.411
timing.final.crit_share_pct = 92.6
tns_ns = 0
setup_viol = 0
timing.fmax_ghz = 0.540
drv_slew = 0
rsz0062_at_grt = "no"
hold_viol = 0
worst-slew-pin-transition_ns = 0.608

[hold_path]
min_from = "iNd_dly[0]"
whs_endpoint = "iNd_dly[1]"
min_path_cells = 0
hold_class = "reg2reg"
cell usage after synthesis, drive strengths merged:
cell type	count
nand3	3
nand3b	2
dfstp	1
o21ai	26
nor2	18
inv	20
o22ai	4
and4	2
a21o	1
or3	1
nor2b	3
nand4	3
o21a	1
fa	1
dfrtp	73
a21oi	14
buf	6
a22o	1
a222oi	4
mux2i	1
nor3b	1
nand2	15
a221oi	3
a31o	1
xnor2	14
nor3	1
o31ai	5
nand2b	3
and3	1
ha	5
or4	1
xor2	8
clkbuf	8
mux2	26
report_power, final:
group | leakage [nW] | internal [mW] | switching [mW]
clock network | 0.129 | 0.954 | 0.557
logic | 0.705 | 0.0510 | 0.0517
registers | 0.919 | 1.50 | 0.00146
total | 1.75 | 2.50 | 0.610
stage by stage:
stage          utilization (%)  setup slack (ns)
2_1_floorplan                -             0.276
3_3_place_gp              56.4             0.229
3_5_place_dp              56.4             0.179
4_1_cts                   60.6             0.153
5_1_grt                   60.6            0.0774
6_report                  60.6             0.149
kinds of logic (layout without fill, tap and decap cells):
group | after synthesis | after routing
mux | 27 | 27
simple gates | 54 | 54
compound gates | 60 | 60
flops | 74 | 74
fa+ha+maj | 6 | 6
xor+xnor | 22 | 22
buf+inv | 34 | 64
layout make-up:
cell class              instances  area (um2)  share of cell area (%)
clock buffers                   9         124                    3.24
clock inverters                 7         141                    3.70
inverters                      20        78.8                    2.06
multi-input cells             169        1250                    32.8
flip-flops and latches         74        1850                    48.4
well taps                      77        96.3                    2.52
repair buffers                 28         278                    7.26
how the worst max path moves through the flow:
| stage | endpoint | slack (ns) |
|---|---|---|
| finish | diff[8] | 0.15 |
| global route | diff[8] | 0.08 |
| CTS | diff[8] | 0.15 |
routing by layer:
metal  GRT usage [%]  wire length [um]  up-vias
met2            26.1              2420       30
met3            2.68               132       10
met4            2.93               111        0
li1                -                 -     1016
met1            30.1              2550      979
met5               0                 0        -
Power figures rest on the tool's default switching activity, not on a simulated workload.
